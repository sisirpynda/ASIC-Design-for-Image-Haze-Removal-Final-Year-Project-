==> flow/design.v <==
module p_9bit(d,clk,q);
input [7:0]d;
input clk;
output reg [7:0]q;
always @(posedge clk)
	q = d;
endmodule
module restoration(en, t_inv, clk, er, eg, eb, Ar_local, Ag_local, Ab_local, O_R, O_G, O_B);
input [11:0] t_inv;
input [7:0] er, eg, eb, Ar_local, Ag_local, Ab_local;
wire [7:0] Ag,Ab;
input clk, en;
output reg [7:0] O_R, O_G, O_B;
wire [7:0] wsrp, wsgp, wsbp, wsrop, wsgop, wsbop;
wire clk_clock_gating;
assign wsrp = Ar_local - er;
assign wsgp = Ag - eg;
assign wsbp = Ab - eb;
and(clk_clock_gating,~en,clk);
p_9bit p1(wsrp,clk,wsrop);
p_9bit p2(wsgp,clk,wsgop);
p_9bit p3(wsbp,clk,wsbop);
assign Ag = en?Ar_local:Ag_local;
assign Ab = en?Ar_local:Ab_local;
always @(*)
begin
  O_R = Ar_local - ((wsrop*t_inv)>>3);
  O_G = Ag - ((wsgop*t_inv)>>3);
  O_B = Ab - ((wsbop*t_inv)>>3);
end
endmodule
==> flow/run.sh <==
#!/bin/bash
# OpenROAD 26Q1-2900-gdf79404cd8, Yosys 0.63+post, stock flow scripts
make -C /OpenROAD-flow-scripts/flow DESIGN_CONFIG=/design/flow/config.mk WORK_HOME=/design/flow/orfs finish
==> flow/config.mk <==
export PLATFORM = sky130hd
export DESIGN_NAME = restoration
export DESIGN_NICKNAME = restoration
export VERILOG_FILES = /design/flow/design.v
export SDC_FILE = /design/flow/constraint.sdc
export NUM_CORES = 4
export LEC_CHECK = 1
export CORE_UTILIZATION = 30
==> flow/constraint.sdc <==
current_design restoration

set clk_period 11.9
set clk_io_pct 0.2

create_clock -name clk0 -period $clk_period [get_ports {clk}]

set non_clock_inputs [all_inputs -no_clocks]
set_input_delay [expr $clk_period * $clk_io_pct] -clock clk0 $non_clock_inputs
set_output_delay [expr $clk_period * $clk_io_pct] -clock clk0 [all_outputs]
==> results.yml <==
# synthesis and place-and-route metrics
setup_path:
  start_kind: "input pin"
  cp_common_cell: "fa_1"
  path_cells: "clkdlybuf4s50_1 -> buf_4 -> and2_1 -> fa_1 -> fa_1 -> inv_1 -> fa_1 -> fa_1 -> inv_1 -> ha_1 -> inv_1 -> nor2_1 -> nor2_1 -> xnor2_1 -> ha_1 -> nand2_1 -> o21ai_0 -> nor2_1 -> o21bai_1 -> xnor2_1 -> xnor2_1 -> clkdlybuf4s50_1"
  max_stage_delay_ns: 0.70
  slowest_stage: "clkdlybuf4s50_1"
  path_class: "input pin to primary output"
  path_max_fanout: 13
  crit_family: "adder cells"
  cp.arrival_ns: 8.04
  end_kind: "primary output"
  worstPathRequired_ns: 9.52
  cp.buffers_inverters: 6
logic_synthesis:
  netlist.area_leader.share_pct: 27.6
  synthTopCellsByArea: "fa_1, ha_1, inv_1"
  yosys_area_sq_um: 6970
  ys_warn_count: 2
  ys_cells: 830
  ys_types: 29
  avgSynthCellArea_sq_um: 8.40
  netlist_area_sq_um: 6970
  yosysTopAreaCell: "fa_1"
  ys_seq_share_pct: 6.89
  synthCells: 830
  synth_flops: 24
die:
  fp_util_pct: 30.7
  die_y_um: 154
  coreArea_sq_um: 22700
  rows: 55
  pin_count: 86
  chipArea_sq_um: 23800
  die_x_um: 154
cts:
  clock-sinks: 24
  hold_buffers: 0
  clk_pin_slew_worst_paths_ns: 0.07
  htreeDepth: 1
  cts-buffers-inserted: 3
  cts_tree: "yes"
  cts_root_buf: "clkbuf_16"
  postCtsSetupBuffers: 0
  cts_resized: 0
  clock_path_buffers: 2
timing:
  fin_setup_tns_ns: 0
  post-route-period-util_pct: 87.6
  max_freq_mhz: 96.0
  rsz0062_at_grt: "false"
  setup_ws_ns: 1.48
  worst_pin_slew_ns: 0.729
  fin_crit_ns: 10.42
  slew_violations: 0
  setup_viol: 0
  hold_viol_final: 0
  relSlewSlack_pct: 51.2
routing:
  n_antenna_cell: 0
  first_pass_iters: 4
  drc: 0
  routed_wl_um: 16000
  routedWlPerCell_um: 13.5
  first_iter_violations: 138
  antenna_left: 0
  vias: 5211
  viasPerCell: 4.38
layout:
  fin_util_pct: 36.2
  area_growth_pct: 17.8
  drive_gt1_share_pct: 2.65
grt:
  grt_usage_pct: 14.9
  grt.overflow.total: 0
  grt_pass1_vias: 5356
  grt_pass1_wl_um: 27000
  grt_max_degree: 23
  antenna_found_initial: 0
placement:
  dp_hpwl_um: 13300
  gp_congestion: 0.833
  io_buffers: 84
  pre_cts_ws_ns: 1.45
flow_run:
  maxCapViolations: 0
  tool_warnings: 26
worst_hold_path:
  worstHoldPathType: "input pin to register"
outcome:
  outcome: "complete, no violations"
## logic make-up (layout without fill, tap and decap cells)
kind of cell | count (synthesis) | in the layout | synth area share (%)
compound gates | 88 | 88 | 7.34
simple gates | 226 | 226 | 16.7
flops | 24 | 24 | 6.89
mux | 4 | 4 | 0.575
xor+xnor | 99 | 99 | 13.0
fa+ha+maj | 189 | 189 | 44.3
buf+inv | 200 | 274 | 11.3
## synth_stat cells, drive strengths merged
master   count
nor2        12
dfxtp       24
and2        99
xnor2       73
o2111ai      1
xor2        26
a21oi       32
ha          93
mux2i        4
o21a         2
nand2b       6
buf          9
nor2b       10
o21bai       9
a21o        14
o21ai       29
inv        179
clkbuf      12
nand2       94
a311o        1
and4b        1
fa          96
nand3        4
## layer usage
layer	up-vias	part of all wire, %	wire length (um)	global-route usage [%]
li1	2642	-	-	-
met1	2457	46	7380	21.1
met2	97	48	7690	24.5
met3	13	4.4	705	3.28
met4	2	1.4	223	1.60
met5	-	0.25	40	1.24
## layout by cell type, fill, tap and decap left out
cell,instances
inv_1,179
fa_1,96
and2_1,94
ha_1,93
nand2_1,91
clkdlybuf4s50_1,84
xnor2_1,69
a21oi_1,32
o21ai_0,29
xor2_1,25
dfxtp_1,24
a21o_1,14
nor2_1,12
nor2b_1,10
o21bai_1,9
buf_4,7
nand2b_1,6
and2_2,5
nand3_1,4
xnor2_2,4
mux2i_1,4
nand2_2,3
clkbuf_16,3
o21a_1,2
a311o_1,1
xor2_2,1
o2111ai_1,1
and4b_1,1
bufinv_16,1
## sequential cells by signal, summed over array words and instances (netlist names)
signal and flops:
p1.q 8, p3.q 8, p2.q 8
## worst paths after layout
path,from,endpoint,slack (ns),cells past startpoint
worst max-delay path,t_inv[2],O_B[7],1.48,22
worst min-delay path,eb[0],p3.q[0]$_DFF_P_,2.77,3
## metrics by stage
step / hold WS (ns) / std cells / instance area, sq um
2_1_floorplan: 2.56 / 830 / 6970
3_3_place_gp: 3.07 / 1185 / 8110
3_5_place_dp: 3.07 / 1185 / 8110
4_1_cts: 2.78 / 1189 / 8210
5_1_grt: 2.79 / 1189 / 8210
6_report: 2.77 / 1189 / 8210
## cell type report
| cell class | instances | area, sq um |
|---|---|---|
| flip-flops and latches | 24 | 480 |
| fillers | 2326 | 14500 |
| well taps | 285 | 357 |
| multi-input cells | 606 | 5700 |
| clock buffers | 3 | 75.1 |
| repair buffers | 91 | 893 |
| clock inverters | 1 | 30.0 |
| inverters | 179 | 672 |
