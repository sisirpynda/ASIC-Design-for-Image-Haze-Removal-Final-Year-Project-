==> flow/design.v <==
module min_of_3_20b(in_a, in_b, in_c, out);
input [19:0] in_a, in_b, in_c;
output reg [19:0] out;
always @(*)
begin
	if(in_a > in_b)
		begin
			if(in_a > in_c)
				out = in_a;
			else
				out = in_c;
		end
	else
		begin
			if(in_b > in_c)
				out = in_b;
			else
				out = in_c;
		end
end
endmodule
==> flow/run.sh <==
#!/bin/bash
# OpenROAD 26Q1-2900-gdf79404cd8, Yosys 0.63+post, stock flow scripts
make -C /OpenROAD-flow-scripts/flow DESIGN_CONFIG=/design/flow/config.mk WORK_HOME=/design/flow/orfs finish
==> flow/config.mk <==
export PLATFORM = sky130hd
export DESIGN_NAME = min_of_3_20b
export DESIGN_NICKNAME = min_of_3_20b
export VERILOG_FILES = /design/flow/design.v
export SDC_FILE = /design/flow/constraint.sdc
export NUM_CORES = 4
export LEC_CHECK = 1
export CORE_UTILIZATION = 40
==> flow/constraint.sdc <==
current_design min_of_3_20b

set clk_period 10.7
set clk_io_pct 0.2

create_clock -name clk0 -period $clk_period

set non_clock_inputs [all_inputs -no_clocks]
set_input_delay [expr $clk_period * $clk_io_pct] -clock clk0 $non_clock_inputs
set_output_delay [expr $clk_period * $clk_io_pct] -clock clk0 [all_outputs]
==> job_summary.md <==
### Metrics collected by this job

| Metric | Value |
|---|---|
| Status | `finished clean` |
| Layout cell share with drive strength beyond 1 | `just under 3%` |
| Tool Warnings | `33` |
| Routed vias/inst | `5.633` |
| Max layer used | `met4` |
| Die width | `approximately 73 um` |
| DR vias | `around 2300` |
| Fin area | `between 0.002 and 0.003 mm^2` |
| Slew Limit Fails | `0` |
| Chip area | `between 0.005 and 0.006 mm^2` |
| Worst EP required | `about 8600 ps` |
| Core Util at FP | `a little over two fifths` |
| Slowest CP cell | `clkdlybuf4s50_1` |
| Hpwl dp | `~5100 um` |
| Sequential fraction of the synthesis area | `0%` |
| Final setup margin | `2832 ps` |
| Most numerous logic cells after layout | `clkdlybuf4s50_1 (80), ha_1 (60), inv_1 (44)` |
| Max-Cap Viols | `0` |
| Worst vdd ir | `about 0.000024 V` |
| Most numerous logic cell after layout | `clkdlybuf4s50_1` |
| First-pass GRT wire length | `10580 um` |
| Fin. Hold Viols | `0` |
| Register area | `0 um^2` |
| Wire length on met2 | `approximately 2700 um` |
| Port Buf Inserts | `roughly 80` |
| Layout clock buffers | `0` |
| CP Cell Sequence | `clkdlybuf4s50_1, inv_1, ha_1, a21o_1, a21oi_1, o221ai_1, nor4b_1, or2_2, nor2_1, buf_4, o311a_1, clkdlybuf4s50_1` |
| Post-Place Cell Area | `~0.0029 mm^2` |
| Rel. slew slack | `40.85%` |
| Hold Path Class | `in -> out` |
| YS chip area | `just over 0.002 mm^2` |
| Crit Path Max Fanout | `21` |
| Post-Syn Instances | `~270` |
| Die Span Y | `between 70 and 80 um` |
| Core Region | `between 0.004 and 0.005 mm^2` |
| Area growth from synthesis to layout | `42.02%` |
| Yosys Instances | `between 200 and 300` |
| Cell Pwr Density | `52.51 mW/mm^2` |
| Critical path launch point type | `input pin` |
| Final setup vio count | `0` |
| Antenna-violating nets left | `0` |
| Tightest hold margin | `about 5300 ps` |
| Post_cts resized | `0` |
| Total gr overflow | `0` |
| Final period utilization | `between 70% and 80%` |
| # rows | `25` |
| Post-Place Worst Slack | `slightly below 3000 ps` |
| Cell area after synthesis | `0.002016 mm^2` |
| RSZ-0062 raised after global routing | `false` |
| Largest stage delay, worst path | `between 500 and 600 ps` |
| GPL Wtd Cong | `between 0.9 and 1` |
| Met3 WL post-DR | `379 um` |
| Detailed Routing Iterations Pass 1 | `4` |
| Vias in the first global route | `approximately 2200` |
| Setup bufs post-CTS | `0` |
| Setup_tns | `0 ps` |
| Fmax | `~130 MHz` |
| Static Leak | `roughly 1.3 nW` |
| Worst Hold Path EP | `out[0]` |
| Iter 0 DRT Violations | `between 80 and 90` |
| Hold_sp | `in_a[0]` |
| Post-DR wirelength/cell | `between 15 and 20 um` |
| IO Count | `around 80` |
| Min Clock Period, post-route | `7868 ps` |
| DR DRC count | `0` |
| Yosys cell types | `35` |
| Synth warn | `1` |
| Crit Path Category | `in -> out` |
| Worst-Margin Slew | `approximately 890 ps` |
| Largest net degree at the start of global routing | `23` |
| Antenna violations before repair | `0` |
| Antenna Cells | `0` |
| Hold Crit Depth | `4` |
| Flops | `0` |
| Met1 wire length | `about 3300 um` |
| Post-synthesis average cell area | `7.383 um^2` |
| CP most frequent cell | `clkdlybuf4s50_1` |
| Critical Path AT | `around 5700 ps` |
| Total Wirelength | `6405 um` |
| GRT Total Usage | `roughly 25%` |
| CP endpoint kind | `output pin` |
| Hold_buf cts | `0` |
-- stage by stage --
step           utilization (%)    power, W  std cells
2_1_floorplan                -  0.00007402        273
3_3_place_gp             59.82   0.0001493        411
3_5_place_dp             59.82   0.0001489        411
4_1_cts                  59.82   0.0001504        411
5_1_grt                  59.82   0.0001677        411
6_report                 59.82   0.0001503        411
-- critical path, delay by kind of cell --
kind,cells,cell delay (ps)
AND/OR/NAND/NOR,3,1180
buffers and inverters,4,1230
AND-OR/OR-AND,4,860
adder cells (fa/ha/maj),1,290
-- synth_stat cells, types with 2 or more instances --
library cell | number | share of area (%)
ha_1 | 60 | 37
inv_1 | 44 | 8.2
a21oi_1 | 25 | 6.2
or3_1 | 21 | 6.5
or4_1 | 20 | 7.4
o311a_1 | 19 | 9.4
nand2_1 | 14 | 2.6
nand4_1 | 13 | 4.0
clkbuf_1 | 10 | 1.9
o21ai_0 | 6 | 1.5
nor2_1 | 4 | 0.74
nand3_1 | 3 | 0.74
nor2b_1 | 3 | 0.93
o211ai_1 | 3 | 1.1
a21o_1 | 2 | 0.74
a221oi_1 | 2 | 0.87
buf_6 | 2 | 1.1
nor3_1 | 2 | 0.50
nor4_1 | 2 | 0.62
o21a_1 | 2 | 0.74
o221ai_1 | 2 | 0.87
-- kinds of logic after synthesis --
logic type / synth area share [%]
fa+ha+maj: 37.24
compound gates: 23.84
simple gates: 27.38
buf+inv: 11.55
-- report_power, final --
| part | total [W] | internal (W) | switching (W) |
|---|---|---|---|
| sequential | 0 | 0 | 0 |
| clock | 0 | 0 | 0 |
| combinational | 0.000150 | 0.0000847 | 0.0000657 |
-- metal layers --
metal,track usage [%],up-vias
met4,1.743,0
met1,39.67,1032
li1,-,1198
met3,0.4202,5
met5,0,-
met2,40.43,80
-- worst max-delay path by stage --
| stage | to | startpoint | slack, ps |
|---|---|---|---|
| finish | out[15] | in_b[17] | 2830 |
| CTS | out[16] | in_b[17] | 2890 |
| global route | out[11] | in_b[15] | 2580 |
-- final cells by class --
type	instances	area, um^2
well taps	67	83.83
multi-input cells	216	1783
fillers	442	1923
repair buffers	84	830.8
inverters	44	165.2
Power and IR drop assume default switching activity.
